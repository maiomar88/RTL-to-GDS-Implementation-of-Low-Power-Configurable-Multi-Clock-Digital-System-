--- flow/design.v ---
module sys_cntr_TX (
input                              clk,
input                              rst,
input       [15:0]             ALU_OUT,
input                        ALU_Valid,
input       [7:0]               RDdata,
input                     RDdata_Valid,
input                        busy_sync,   
output reg               TX_Data_Valid, 
output reg  [7:0]            TX_P_Data
);
   localparam [2:0]           IDEAL =3'b000,
                       ALU_1ST_Frame=3'b001,
					   ALU_2nd_Frame=3'b010,
					  ALU_TEMP_Frame=3'b011,
					    RDdata_Frame=3'b100;
reg  [2:0]	      current_state,next_state;
always@(posedge clk or negedge rst)
begin
 if(!rst)
  current_state<= IDEAL;
  else 
  current_state<= next_state;
end
 always@(*)
 begin
TX_Data_Valid = 0;
TX_P_Data     = 'h00;
       case(current_state)
 IDEAL: 
	  begin
		     if(RDdata_Valid)
		   begin
		   next_state=RDdata_Frame;
		   end
		     else if (ALU_Valid)
			   next_state=ALU_1ST_Frame;
			  else
			   next_state=IDEAL;
		   end
ALU_1ST_Frame:
begin
      TX_Data_Valid = 1;
      TX_P_Data     = ALU_OUT[7:0];
           if(!busy_sync )
		     next_state=ALU_TEMP_Frame;
			else 
			 next_state=ALU_1ST_Frame;
end
ALU_TEMP_Frame:
begin
      TX_Data_Valid = 1;
      TX_P_Data     = 0;
           if(!busy_sync )
		     next_state=ALU_2nd_Frame;
			else 
			 next_state=ALU_TEMP_Frame;
end
ALU_2nd_Frame:
begin
       TX_Data_Valid = 1;
       TX_P_Data     = ALU_OUT[15:7];
            if(!busy_sync )
		     next_state=IDEAL;
			else 
			 next_state=ALU_2nd_Frame;
end
RDdata_Frame:
begin
      TX_Data_Valid = 1;
      TX_P_Data     = RDdata_Frame;
            if(!busy_sync )
		     next_state=IDEAL;
			else 
			 next_state=RDdata_Frame;
end
 endcase
 end
 endmodule
--- flow/run.sh ---
#!/bin/bash
# OpenROAD 26Q1-2900-gdf79404cd8, Yosys 0.63+post, stock flow scripts
make -C /OpenROAD-flow-scripts/flow DESIGN_CONFIG=/design/flow/config.mk WORK_HOME=/design/flow/orfs finish
--- flow/config.mk ---
export PLATFORM = sky130hd
export DESIGN_NAME = sys_cntr_TX
export DESIGN_NICKNAME = sys_cntr_TX
export VERILOG_FILES = /design/flow/design.v
export SDC_FILE = /design/flow/constraint.sdc
export NUM_CORES = 4
export LEC_CHECK = 1
export CORE_AREA = 10 10 70 70
export DIE_AREA = 0 0 80 80
--- flow/constraint.sdc ---
current_design sys_cntr_TX

set clk_period 2.5
set clk_io_pct 0.2

create_clock -name clk0 -period $clk_period [get_ports {clk}]

set non_clock_inputs [all_inputs -no_clocks]
set_input_delay [expr $clk_period * $clk_io_pct] -clock clk0 $non_clock_inputs
set_output_delay [expr $clk_period * $clk_io_pct] -clock clk0 [all_outputs]
==> Implementation_results.wiki <==
=== Synthesis and place and route ===
{| class="wikitable"
! Metric !! Value
|-
| Result of the run || finished, final reports clean
|-
| Number of buffers inserted for hold repair after clock tree synthesis || 0
|-
| Clock network fraction of total power || 0.478
|-
| Cell count after placement || 118
|-
| Areal power density over the cells || 249 nW/µm²
|-
| Standard cell with the maximum stage delay on the critical path || clkdlybuf4s50_1
|-
| Post-CTS setup repair buffer count || 0
|-
| Core Util at FP || 0.105
|-
| Post-synthesis cell type count || 18
|-
| Post-layout period usage || 0.945
|-
| Deepest level of the CTS H-tree || 1
|-
| Max-cap violation count || 0
|-
| Total track usage || 0.0404
|-
| Chip area estimate from yosys synthesis || 359 µm²
|-
| Site row count || 21
|-
| Hold Vio Cnt, Final || 0
|-
| Synthesis warning total || 1
|-
| Critical path peak fanout || 7
|-
| Worst setup path class || reg -> out
|-
| Quantity of I/O buffers inserted on ports || 28
|-
| GR Layer Usage met3 || 0.00682
|-
| Fraction of power consumed by sequential logic || 0.282
|-
| Internal power of the cells || 0.000143 W
|-
| Buffers plus inverters on the worst setup path || 1
|-
| Post-synth design cell area || 359 µm²
|-
| Count of final setup violators || 0
|-
| Via count of the first global-routing pass || 452
|-
| Maximum number of pins on one net before global-route repair || 11
|-
| Core ar. || 3420 µm²
|-
| Number of antenna-violating nets in the routed design || 0
|-
| Fin Setup TNS || 0 ps
|-
| Number of storage elements in the synthesis netlist || 6
|-
| Number of standard cells in the layout, taps in and fillers out || 122
|-
| Number of unconstrained endpoints || 6
|-
| Longest Clk Path Bufs || 2
|-
| Leading cell type in the layout, fill and taps excluded || clkdlybuf4s50_1
|-
| Startpoint Class || flop
|-
| Total power after layout || 0.000177 W
|-
| Final RePlAce weighted congestion || 0.716
|-
| Overall chip area || 6400 µm²
|-
| Cell total in the yosys stat output || 46
|-
| Antenna cell count || 0
|-
| Post-synthesis instance total || 46
|-
| Number of buffers created by CTS || 3
|-
| Class of the most critical hold timing path || in -> async
|-
| Routed vias || 430
|-
| Wirelength, routed || 1410 µm
|-
| I/O pin count || 38
|-
| Gr ovfl total || 0
|-
| Slew headroom || 0.672
|-
| TritonRoute pass-1 iters || 2
|-
| Kind of cell with the highest combined delay on the critical path || simple AND/OR/NAND/NOR gates
|-
| Most instantiated logic cells after routing || 28 x clkdlybuf4s50_1, 10 x nor2_1, 8 x a22oi_1
|-
| Post-CTS clock slew at the launch and capture registers of the worst setup and hold paths || 40 ps
|-
| Switching power as a share of total power || 0.197
|-
| Final critical-path required period || 2360 ps
|-
| Area delta synth->final || 98.3%
|-
| Iteration-0 DRC count of the detailed router || 53
|-
| Post-synthesis area per instance || 7.81 µm²
|-
| Switching power || 0.0000350 W
|-
| Global-route wire length before repair || 2140 µm
|-
| Total area of sequential cells || 120 µm²
|-
| Peak-usage layer in the global routing report || met2
|-
| Filler cell count || 368
|-
| Multi-input logic area || 209 µm²
|-
| Achievable frequency || 423 MHz
|-
| Required @ worst endpoint || 2000 ps
|-
| Number of OpenROAD warnings || 34
|-
| Register pins left without a clock || 3
|-
| Library cell used as clock root buffer || clkbuf_4
|-
| Fraction of layout instances using a drive strength above 1 || 0.0789
|-
| Pin slew with the least headroom to its limit || 492 ps
|-
| Start point of the critical path || current_state[1]$_DFF_PN0_
|-
| Worst-path cell chain || nor2b_1, a22oi_1, nor2_1, clkdlybuf4s50_1
|-
| Part of the total power dissipated in combinational logic || 0.240
|-
| DRC violation count after routing || 0
|-
| Routed WL per cell || 11.5 µm
|-
| Max-slew violations || 0
|-
| Capturing element type of the critical path || output port
|-
| Vias/cell || 3.52
|-
| Antenna violations before repair || 0
|-
| Static leakage || 0.276 nW
|-
| Critical path's largest stage delay || 480 ps
|-
| CTS tree || built
|-
| Horizontal extent of the die || 80 µm
|-
| Data arrival, critical path || 1860 ps
|-
| Grt met2 use || 0.0770
|-
| Number of gates given a new drive strength after cts || 0
|-
| Die Ht || 80 µm
|-
| Met1 layer usage reported by global route || 0.0442
|-
| DP Wirelength || 1190 µm
|-
| Worst voltage drop across the vdd grid || 0.0818 mV
|-
| RSZ-0062 raised after global routing || false
|}
## state kept, by name (all words and copies together) (netlist names)
signal         flops
current_state      3
next_state         3
## power groups by stage
stage | Clock, W | Combinational, W | Sequential, W
finish | 0.0000848 | 0.0000426 | 0.0000501
CTS | 0.0000872 | 0.0000432 | 0.0000501
global route | 0.0000959 | 0.0000455 | 0.0000501
## cell families after synthesis
| family | after synthesis | synth area share |
|---|---|---|
| latches | 3 | 0.125 |
| and+or+nand+nor | 21 | 0.279 |
| DFF | 3 | 0.209 |
| buffers and inverters | 5 | 0.0836 |
| muxes | 2 | 0.0592 |
| AOI/OAI and AO/OA | 12 | 0.244 |
## per-stage QoR
step           worst slack, ps  utilization  area [µm²]  hold slack, ps
6_report                   138        0.208         712             444
5_1_grt                   8.61        0.208         712             443
4_1_cts                    113        0.208         712             444
3_5_place_dp               224        0.201         686             691
3_3_place_gp               202        0.201         686             686
2_1_floorplan             1040            -         359             204
## cell type report
type | count | area share
Timing Repair Buffer | 30 | 0.415
Multi-Input combinational cell | 35 | 0.293
Sequential cell | 6 | 0.169
Tap cell | 46 | 0.0808
Clock buffer | 4 | 0.0369
Inverter | 1 | 0.00527
## per-layer routing
metal | part of all wire | routed length [µm]
met5 | 0 | 0
met4 | 0.014 | 19
met3 | 0.024 | 34
met2 | 0.58 | 814
met1 | 0.38 | 537
## cell usage after synthesis (all sizes together)
cell / number / share of area
dfrtp: 3 / 0.21
mux2i: 1 / 0.028
nor3: 1 / 0.014
o21a: 1 / 0.021
buf: 4 / 0.073
nor2b: 5 / 0.087
o21ai: 1 / 0.014
dlxtn: 3 / 0.13
and3b: 1 / 0.024
a21oi: 1 / 0.014
inv: 1 / 0.010
nor2: 10 / 0.10
a22oi: 8 / 0.17
nand2b: 1 / 0.017
nand2: 3 / 0.031
a221o: 1 / 0.028
mux2: 1 / 0.031
## worst paths after layout
path	endpoint	slack, ps	cells after the start
min in group clk0	TX_Data_Valid	1820	3
max in group asynchronous	current_state[1]$_DFF_PN0_	1920	1
worst min-delay path	current_state[0]$_DFF_PN0_	440	1
worst max-delay path	TX_P_Data[4]	140	4
Power and IR drop assume default switching activity.
